--- flow/design.v ---
`timescale 1ns / 1ps
module hex2seg(
    input [3:0] D,
    output [6:0] segs,
    output [3:0] anodes
    );
    assign segs = (D==4'b0000) ? 7'b0000001 : (  
                (D==4'b0001) ? 7'b1001111 : (  
                (D==4'b0010) ? 7'b0010010 : (  
                (D==4'b0011) ? 7'b0000110 : (  
                (D==4'b0100) ? 7'b1001100 : (  
                (D==4'b0101) ? 7'b0100100 : (  
                (D==4'b0110) ? 7'b0100000 : (  
                (D==4'b0111) ? 7'b0001111 : (  
                (D==4'b1000) ? 7'b0000000 : (  
                (D==4'b1001) ? 7'b0001100 : (  
                (D==4'b1010) ? 7'b0001000 : (  
                (D==4'b1011) ? 7'b1100000 : (  
                (D==4'b1100) ? 7'b0110001 : (  
                (D==4'b1101) ? 7'b1000010 : (  
                (D==4'b1110) ? 7'b0110000 : 7'b0111000))))))))))))));  
    assign anodes = 4'b1110;
endmodule
--- flow/constraint.sdc ---
current_design hex2seg

set clk_period 1.1
set clk_io_pct 0.2

create_clock -name clk0 -period $clk_period

set non_clock_inputs [all_inputs -no_clocks]
set_input_delay [expr $clk_period * $clk_io_pct] -clock clk0 $non_clock_inputs
set_output_delay [expr $clk_period * $clk_io_pct] -clock clk0 [all_outputs]
--- flow/config.mk ---
export PLATFORM = sky130hd
export DESIGN_NAME = hex2seg
export DESIGN_NICKNAME = hex2seg
export VERILOG_FILES = /design/flow/design.v
export SDC_FILE = /design/flow/constraint.sdc
export NUM_CORES = 4
export LEC_CHECK = 1
export CORE_AREA = 10 10 70 70
export DIE_AREA = 0 0 80 80
--- flow/run.sh ---
#!/bin/bash
# OpenROAD 26Q1-2900-gdf79404cd8, Yosys 0.63+post, stock flow scripts
make -C /OpenROAD-flow-scripts/flow DESIGN_CONFIG=/design/flow/config.mk WORK_HOME=/design/flow/orfs finish
==> summary.txt <==
Implementation results. Per the post-synthesis stats, the area per cell is 6.348 um2. Average via count per standard cell landed at 3.204. In the final report, the number of pins over their slew limit comes to 0.

The power report lists cell-internal power as 136.9 uW. Setup slack at placement landed at -997.2 ps. Per the power-grid run, VDD falls by no more than 0.07113 mV. Total detailed-routing wirelength landed at 1113 um. Number of global-route vias before repair landed at 359. The die is 80 um tall.

The final layout contains a sequential cell count of 0. On the critical path, the stage with the largest delay is an instance of a221o_1. Entering global routing, the biggest net connects 8 pins.

Post-synthesis, Yosys gives the total cell area as 260.2 um2. Area of the core landed at 3416 um2. The number of maximum-capacitance violations recorded for the run is 0. The longest incremental delay of any stage on the critical path is reported as 320 ps. Number of vias after detailed routing landed at 346. In the floorplan report the effective utilization is 7.619%. Global-route usage over all layers landed at 3.396%. Signal arrival time at the worst endpoint landed at 1060 ps. The worst setup path is launched from a primary input.

The layout summary lists the proportion of cells stronger than drive strength 1 as 69.35%. The leakage component of the power was reported as 0.0002719 uW. The synthesized design spends more area on one cell type than any other, namely buf_4. Yosys reports that the leading cell type by area covers 14.42% of the netlist area. The synth_stat.txt file lists the number of cells as 41. Per the run report, area growth between synthesis and finish was 134.1%. The final timing report counts setup violations totalling 7. The number of antenna violations at the first check in global routing came to 0. Count of buffers inserted at the top-level ports landed at 11. Looking at the power breakdown, sequential logic takes 0% of the total. 0 antenna diodes ended up in the layout. The synthesized instance count is 41. Per the timing report, the biggest fanout along the worst path comes to 6.

Worst path required time landed at 880 ps. The gate-level netlist out of Yosys references 23 unique cell types. The routed design could run at a clock period as short as 1279 ps. On the final layout, the worst hold slack is 789.0 ps. Global routing finished with a remaining overflow of 0. STA classifies the critical path endpoint as an output pin. Standard-cell row count landed at 21. X dimension of the die landed at 80 um. Detailed-route DRC error count landed at 0. After legalization and detailed placement, the total HPWL measured 705.5 um.

The layout has 0 clock buffers. Post-layout period usage of the worst path landed at 116.2%. Net switching share of the total power landed at 39.17%. Endpoints failing hold in the final report were tallied at 0. Counting the warning lines in the Yosys log gives 0. Final antenna-violating net count landed at 0. Tally of OpenROAD warnings landed at 34. Traced cell by cell, the critical path runs through buf_8 -> buf_6 -> and2b_4 -> a221o_1 -> buf_2.

Of the total power, the clock network draws 0%. The worst hold path belongs to the class primary input to output pin. The main area contributors are buf_4 (14%), a21oi_1 (9.6%), buf_6 (8.7%). Post-synthesis cell area landed at 260.3 um2. For reference, the most critical setup path is categorized as primary input to output pin. Per the summary, power density relative to cell area is 369.3 nW/um2.

Switching power landed at 88.14 uW. Setup repair after global routing could not meet its margin everywhere. Sequential elements use 0% of the synthesized area. Summing all flip-flop and latch instances after layout gives 0 um2.

Average detailed-routed wire length per instance landed at 10.31 um. Final weighted congestion of routability-driven global placement landed at 0.7849. Combinational cells account for 100.0% of the total power. Post-cts hold buffer count landed at 0.

Overall chip area landed at 6400 um2. Iteration-0 DRC count of the detailed router landed at 9. Number of iterations in the first detailed-routing pass landed at 2. I/O pin count landed at 15. The final reports fail on negative setup slack. Global-route wire length before repair landed at 1856 um. After layout, the worst setup slack is -178.6 ps.

The run finished, with violations left. The flow reports an fmax of 0.7821 GHz.
path summary, 6_finish.rpt:
kind	to	from	slack, ps	cells past startpoint
setup / recovery	segs[5]	D[2]	-180	5
hold / removal	segs[6]	D[3]	790	4
cells in the mapped netlist:
master	n
a21oi_1	5
a221o_1	1
a31o_2	1
and2b_1	1
and2b_4	1
and3b_1	1
buf_2	1
buf_4	5
buf_6	2
conb_1	2
inv_1	2
nand2_1	3
nand2b_1	1
nand3_1	1
nand4b_1	1
nor2_1	4
nor3_1	1
nor3b_1	1
nor3b_2	1
o21ai_1	2
o22ai_1	2
or2b_1	1
xnor2_1	1
metal layers:
layer / up-vias / track usage, % / share of wire, %
met5: - / 0 / 0
met3: 0 / 0.2273 / 1.9
met4: 0 / 0 / 0
li1: 177 / - / -
met1: 159 / 5.215 / 53
met2: 10 / 5.297 / 45
cell type report:
| type | count | area [um2] |
|---|---|---|
| fill | 382 | 2806 |
| inverter | 2 | 7.507 |
| timing repair buffer | 27 | 272.8 |
| tap | 46 | 57.56 |
| multi-input combinational | 33 | 271.5 |
cell families after synthesis:
logic type,count (synthesis),synth area share (%)
AND-OR/OR-AND,11,25.48
XOR/XNOR,1,3.366
buffers and inverters,10,27.88
other,2,2.886
AND/OR/NAND/NOR,17,40.38
cell usage in the layout (no fill, tap or decap), drive strengths merged:
cell          n
inv           2
nand4b        1
buf          26
and3b         1
dlygate4sd2   1
a221o         1
nor2          4
nor3          1
o22ai         2
a21oi         5
and2b         2
nor3b         2
nand3         1
o21ai         2
nand2b        1
a31o          1
or2b          1
conb          4
nand2         3
xnor2         1
worst max-delay path: cells and delay by family:
kind                   cells  cell delay (ps)
buffers and inverters      3              340
AND-OR/OR-AND              1              320
AND/OR/NAND/NOR            1              170
what timing repair did:
action,in CTS,in global routing
endpoints found under the setup margin,7,7
gates resized,75,2
gates cloned,2,0
pin swaps,13,4
setup buffers,6,1
power by group through the flow:
| stage | clock, uW | sequential (uW) | combinational, uW |
|---|---|---|---|
| CTS | 0 | 0 | 218 |
| global route | 0 | 0 | 245 |
| finish | 0 | 0 | 225 |
through the flow:
stage / util (%) / TNS (ps) / instances / cell area (um2) / total power [uW]
after floorplan: - / 0 / 43 / 267.8 / 80.73
after global placement: 12.38 / -6675 / 99 / 422.9 / 153.7
after detailed placement: 12.38 / -6619 / 99 / 422.9 / 153.4
after CTS: 17.44 / -607.1 / 107 / 595.6 / 218.0
after global routing: 17.84 / -960.7 / 108 / 609.3 / 245.1
final: 17.84 / -658.8 / 108 / 609.3 / 225.0
Power is estimated from default activity; no workload was simulated.
